File: /design/flow/config.mk
export PLATFORM = sky130hd
export DESIGN_NAME = mycordic
export DESIGN_NICKNAME = mycordic
export VERILOG_FILES = /design/flow/design.v
export SDC_FILE = /design/flow/constraint.sdc
export NUM_CORES = 4
export LEC_CHECK = 1
export CORE_UTILIZATION = 30
File: /design/flow/constraint.sdc
current_design mycordic

set clk_period 32.2
set clk_io_pct 0.2

create_clock -name clk0 -period $clk_period [get_ports {i_clk}]

set non_clock_inputs [all_inputs -no_clocks]
set_input_delay [expr $clk_period * $clk_io_pct] -clock clk0 $non_clock_inputs
set_output_delay [expr $clk_period * $clk_io_pct] -clock clk0 [all_outputs]
File: /design/flow/design.v
`default_nettype	none
module	mycordic(i_clk, i_reset, i_stb, i_xval, i_yval, i_aux, o_busy,
		o_done, o_mag, o_phase, o_aux);
	localparam	IW=32,	 
			OW=32, 
			NSTAGES=37,
			XTRA= 4, 
			WW=40,	 
			PW=40;	 
	input					i_clk, i_reset, i_stb;
	input	wire	signed	[(IW-1):0]	i_xval, i_yval;
	output	wire				o_busy;
	output	reg				o_done;
	output	reg	signed	[(OW-1):0]	o_mag;
	output	reg		[(PW-1):0]	o_phase;
	input	wire				i_aux;
	output	reg				o_aux;
	wire	signed [(WW-1):0]	e_xval, e_yval;
	assign	e_xval = { {(2){i_xval[(IW-1)]}}, i_xval, {(WW-IW-2){1'b0}} };
	assign	e_yval = { {(2){i_yval[(IW-1)]}}, i_yval, {(WW-IW-2){1'b0}} };
	reg	signed	[(WW-1):0]	xv, yv, prex, prey;
	reg		[(PW-1):0]	ph, preph;
	reg		aux;
	initial	aux = 0;
	always @(posedge i_clk)
	if (i_reset)
		aux <= 0;
	else if ((i_stb)&&(!o_busy))
		aux <= i_aux;
	always @(posedge i_clk)
		case({i_xval[IW-1], i_yval[IW-1]})
		2'b01: begin  
			prex <=  e_xval - e_yval;
			prey <=  e_xval + e_yval;
			preph <= 40'he000000000;
			end
		2'b10: begin  
			prex <= -e_xval + e_yval;
			prey <= -e_xval - e_yval;
			preph <= 40'h6000000000;
			end
		2'b11: begin  
			prex <= -e_xval - e_yval;
			prey <=  e_xval - e_yval;
			preph <= 40'ha000000000;
			end
		default: begin  
			prex <=  e_xval + e_yval;
			prey <= -e_xval + e_yval;
			preph <= 40'h2000000000;
			end
		endcase
	reg	[39:0]	cordic_angle [0:63];
	reg	[39:0]	cangle;
	initial	cordic_angle[ 0] = 40'h00e405_1d9d;  
	initial	cordic_angle[ 1] = 40'h00fb38_5b5e;  
	initial	cordic_angle[ 2] = 40'h001111_d41d;  
	initial	cordic_angle[ 3] = 40'h008b0d_430e;  
	initial	cordic_angle[ 4] = 40'h0045d7_e159;  
	initial	cordic_angle[ 5] = 40'h00a2f6_1e5c;  
	initial	cordic_angle[ 6] = 40'h00517c_5511;  
	initial	cordic_angle[ 7] = 40'h0028be_5346;  
	initial	cordic_angle[ 8] = 40'h00145f_2ebb;  
	initial	cordic_angle[ 9] = 40'h000a2f_9800;  
	initial	cordic_angle[10] = 40'h000517_cc14;  
	initial	cordic_angle[11] = 40'h00028b_e60c;  
	initial	cordic_angle[12] = 40'h000145_f306;  
	initial	cordic_angle[13] = 40'h0000a2_f983;  
	initial	cordic_angle[14] = 40'h000051_7cc1;  
	initial	cordic_angle[15] = 40'h000028_be60;  
	initial	cordic_angle[16] = 40'h000014_5f30;  
	initial	cordic_angle[17] = 40'h00000a_2f98;  
	initial	cordic_angle[18] = 40'h000005_17cc;  
	initial	cordic_angle[19] = 40'h000002_8be6;  
	initial	cordic_angle[20] = 40'h000001_45f3;  
	initial	cordic_angle[21] = 40'h000000_a2f9;  
	initial	cordic_angle[22] = 40'h000000_517c;  
	initial	cordic_angle[23] = 40'h000000_28be;  
	initial	cordic_angle[24] = 40'h000000_145f;  
	initial	cordic_angle[25] = 40'h000000_0a2f;  
	initial	cordic_angle[26] = 40'h000000_0517;  
	initial	cordic_angle[27] = 40'h000000_028b;  
	initial	cordic_angle[28] = 40'h000000_0145;  
	initial	cordic_angle[29] = 40'h000000_00a2;  
	initial	cordic_angle[30] = 40'h000000_0051;  
	initial	cordic_angle[31] = 40'h000000_0028;  
	initial	cordic_angle[32] = 40'h000000_0014;  
	initial	cordic_angle[33] = 40'h000000_000a;  
	initial	cordic_angle[34] = 40'h000000_0005;  
	initial	cordic_angle[35] = 40'h000000_0002;  
	initial	cordic_angle[36] = 40'h000000_0001;  
	initial	cordic_angle[37] = 40'h000000_0000;  
	initial	cordic_angle[38] = 40'h000000_0000;  
	initial	cordic_angle[39] = 40'h000000_0000;  
	initial	cordic_angle[40] = 40'h000000_0000;  
	initial	cordic_angle[41] = 40'h000000_0000;  
	initial	cordic_angle[42] = 40'h000000_0000;  
	initial	cordic_angle[43] = 40'h000000_0000;  
	initial	cordic_angle[44] = 40'h000000_0000;  
	initial	cordic_angle[45] = 40'h000000_0000;  
	initial	cordic_angle[46] = 40'h000000_0000;  
	initial	cordic_angle[47] = 40'h000000_0000;  
	initial	cordic_angle[48] = 40'h000000_0000;  
	initial	cordic_angle[49] = 40'h000000_0000;  
	initial	cordic_angle[50] = 40'h000000_0000;  
	initial	cordic_angle[51] = 40'h000000_0000;  
	initial	cordic_angle[52] = 40'h000000_0000;  
	initial	cordic_angle[53] = 40'h000000_0000;  
	initial	cordic_angle[54] = 40'h000000_0000;  
	initial	cordic_angle[55] = 40'h000000_0000;  
	initial	cordic_angle[56] = 40'h000000_0000;  
	initial	cordic_angle[57] = 40'h000000_0000;  
	initial	cordic_angle[58] = 40'h000000_0000;  
	initial	cordic_angle[59] = 40'h000000_0000;  
	initial	cordic_angle[60] = 40'h000000_0000;  
	initial	cordic_angle[61] = 40'h000000_0000;  
	initial	cordic_angle[62] = 40'h000000_0000;  
	initial	cordic_angle[63] = 40'h000000_0000;  
	reg		idle, pre_valid;
	reg	[5:0]	state;
	wire	last_state;
	assign	last_state = (state >= 38);
	initial	idle = 1'b1;
	always @(posedge i_clk)
	if (i_reset)
		idle <= 1'b1;
	else if (i_stb)
		idle <= 1'b0;
	else if (last_state)
		idle <= 1'b1;
	initial	pre_valid = 1'b0;
	always @(posedge i_clk)
	if (i_reset)
		pre_valid <= 1'b0;
	else
		pre_valid <= (i_stb)&&(idle);
	initial	state = 0;
	always @(posedge i_clk)
	if (i_reset)
		state <= 0;
	else if (idle)
		state <= 0;
	else if (last_state)
		state <= 0;
	else
		state <= state + 1;
	always @(posedge i_clk)
		cangle <= cordic_angle[state[5:0]];
	always @(posedge i_clk)
	if (pre_valid)
	begin
		xv <= prex;
		yv <= prey;
		ph <= preph;
	end else if (yv[(WW-1)])  
	begin
		xv <= xv - (yv>>>state);
		yv <= yv + (xv>>>state);
		ph <= ph - cangle;
	end else begin
		xv <= xv + (yv>>>state);
		yv <= yv - (xv>>>state);
		ph <= ph + cangle;
	end
	always @(posedge i_clk)
	if (i_reset)
		o_done <= 1'b0;
	else
		o_done <= (last_state);
	wire	[(WW-1):0]	final_mag;
	assign	final_mag = xv + $signed({{(OW){1'b0}},
				xv[(WW-OW)],
				{(WW-OW-1){!xv[WW-OW]}}});
	initial o_aux = 0;
	always @(posedge i_clk)
	if (last_state)
	begin
		o_mag   <= final_mag[(WW-1):(WW-OW)];
		o_phase <= ph;
		o_aux   <= aux;
	end
	assign	o_busy = !idle;
	wire	[(WW-OW):0] unused_val;
	assign	unused_val = { final_mag[WW-1], final_mag[(WW-OW-1):0] };
endmodule
File: /design/flow/run.sh
#!/bin/bash
# OpenROAD 26Q1-2900-gdf79404cd8, Yosys 0.63+post, stock flow scripts
make -C /OpenROAD-flow-scripts/flow DESIGN_CONFIG=/design/flow/config.mk WORK_HOME=/design/flow/orfs finish
==> flow_metrics.py <==
# Auto-generated metrics
metrics = {
    "setup_path": {
        "cp-end-kind": "register",
        "cpMaxStageDelayCell": "clkdlybuf4s50_1",
        "cp.depth": 18,
        "critPathBufInv": 2,
        "cp_slowest_stage_delay_ns": 0.60,
        "startpoint": "i_xval[1]",
        "cpMostUsedCell": "a31oi_1",
        "cp_max_fo": 8,
        "rr_startpoint": "state[0]",
        "r2r_end": "xv[37]",
        "critPathLaunchType": "primary input",
        "cp_top_family": "AND-OR/OR-AND gates",
        "worstPathRequired_ns": 32.64,
        "worst_r2r_path_depth": 23,
        "rrSetupSlack_ns": 23.53,
        "critPathArrivalTime_ns": 11.87,
        "crit_type": "in -> reg",
        "crit_chain": "clkdlybuf4s50_1 > inv_1 > ha_1 > nand2_1 > or2_2 > or3_1 > nor4_1 > xnor2_1 > ha_1 > nor3_1 > nand2_1 > o311ai_0 > o21ai_0 > a31oi_1 > a31oi_1 > a211o_1 > o21ai_0 > a31oi_1",
        "crit_end": "prex[39]",
    },
    "cts": {
        "cts.clk_slew.worst_paths_ns": 0.06,
        "tritoncts": "built",
        "clockRootBuffer": "clkbuf_16",
        "htreeDepth": 2,
        "post_cts_buffers": 0,
        "clockBufferDepth": 3,
        "cts.sink_count": 304,
        "cts_buffers": 37,
        "cts_hold_buf": 0,
        "insertion_delay_ns": 0.57,
        "postCtsResizedCells": 0,
    },
    "placement": {
        "dp_hpwl_mm": 92.7,
        "post-place-ws_ns": 20.20,
        "placed_cell_area_sq_um": 35500,
        "gp_congestion": 1.06,
        "io_buffers": 142,
    },
    "synthesis": {
        "syn_area_sq_um": 33000,
        "synthArstFlopShare": 0,
        "topCellsByArea": "dfxtp_1, ha_1, edfxtp_1",
        "ys_cells": 4133,
        "synth_warnings": 1,
        "ys.flops": 304,
        "synth.distinct_cells": 101,
        "ys_chip_area_sq_um": 33000,
        "synthCells": 4133,
        "ys_seq_frac": 0.207,
        "top_area_frac": 0.140,
        "edf_count": 73,
        "ff_type": "dfxtp_1",
        "syn_avg_cell_area_sq_um": 7.97,
        "yosysTopAreaCell": "dfxtp_1",
    },
    "grt": {
        "grt_util_met2": 0.325,
        "met3_usage": 0.0517,
        "top_usage_layer": "met2",
        "grt_overflow": 0,
        "antenna_found_initial": 2,
        "gr-usage-met1": 0.306,
        "grt_pass1_vias": 29500,
        "grt_max_degree": 85,
        "grt_use_total": 0.216,
        "grt_pass1_wl_mm": 182,
    },
    "floorplanning": {
        "fp.dieW_um": 333,
        "fp.dieH_um": 333,
        "rows": 121,
        "core_area_sq_um": 109000,
        "die-area_sq_um": 111000,
        "fp_util": 0.303,
        "io_pins": 143,
    },
    "final_timing": {
        "finalClockPeriodUsage": 0.355,
        "final_hold_viol_count": 0,
        "rsz0062_at_grt": "false",
        "fmax_mhz": 87.4,
        "fin_skew_ns": 0.0231,
        "hold-worst-slack_ns": 0.423,
        "fin_ws_ns": 20.76,
        "slew_violations": 0,
        "worst_pin_slew_ns": 1.06,
        "slew_headroom": 0.291,
        "finalCriticalPeriod_ns": 11.44,
        "setup-tns-final_ns": 0,
        "finalSetupViolCount": 0,
    },
    "route": {
        "drc": 0,
        "drt-total-wl_mm": 120,
        "routed_via_density": 5.73,
        "drtPass1Iterations": 6,
        "drt_iter0_drc": 2852,
        "routedWlPerCell_um": 21.6,
        "num_vias": 31900,
        "ant_nets": 0,
    },
    "finish": {
        "design_area_sq_um": 36800,
        "synthToLayoutAreaGrowth_pct": 11.5,
        "most-common-layout-cells": "nor2_1, a21oi_1, nand2_1, ha_1, o21ai_0",
        "drive_above_1_share": 0.0795,
        "lay_top_count": "nor2_1",
    },
    "power_and_ir_drop": {
        "pwr_density_cell_nw_per_um2": 104,
        "power.leakage_uw": 0.0142,
        "ir_drop_v": 0.0000498,
    },
    "flow_run": {
        "tool_warnings": 102,
        "maxCapViolations": 0,
    },
    "worst_hold_path": {
        "hp-class": "reg -> reg",
    },
    "status": {
        "outcome": "completed",
    },
}
how the worst min path moves through the flow:
stage,from,endpoint,slack (ns),cells past startpoint
6_report,prex[18],xv[18],0.42,2
5_1_grt,aux,o_aux,0.44,0
4_1_cts,prex[18],xv[18],0.43,2
power by group:
| group | switching, uW | internal [uW] | total (uW) |
|---|---|---|---|
| sequential | 158 | 536 | 694 |
| clock | 174 | 260 | 434 |
| combinational | 1550 | 1140 | 2700 |
cell type report:
| type | count | area [sq um] |
|---|---|---|
| Fill cell | 11300 | 72100 |
| Multi-Input combinational cell | 3381 | 24200 |
| Sequential cell | 304 | 6840 |
| Timing Repair Buffer | 212 | 1950 |
| Tap cell | 1414 | 1770 |
| Clock buffer | 51 | 1040 |
| Inverter | 188 | 706 |
| Clock inverter | 16 | 206 |
| Antenna cell | 2 | 5.00 |
worst register-to-register path: cells and delay by family (launching register included):
| family | cells | cell delay [ns] |
|---|---|---|
| AND-OR/OR-AND | 11 | 3.46 |
| AND/OR/NAND/NOR | 6 | 1.96 |
| multiplexers | 3 | 1.35 |
| buffers and inverters | 2 | 1.19 |
| flip-flops | 1 | 0.33 |
| adder cells (fa/ha/maj) | 1 | 0.28 |
routing by layer:
metal / vias to the layer above / part of all wire
li1: 15300 / -
met1: 15000 / 0.44
met2: 1338 / 0.43
met3: 244 / 0.091
met4: 0 / 0.038
met5: - / 0
metrics by stage:
step | power [uW] | std cells | util
after global routing | 4140 | 5566 | 0.338
after floorplan | 2660 | 4133 | -
final | 3830 | 5568 | 0.338
after detailed placement | 3330 | 5499 | 0.326
after CTS | 3790 | 5566 | 0.338
after global placement | 3330 | 5499 | 0.326
cell families (layout without fill, tap and decap cells):
family	count (synthesis)	after routing	share of synthesized area
AOI/OAI and AO/OA	1324	1324	0.264
and+or+nand+nor	1220	1220	0.174
buffers and inverters	448	467	0.0582
xor gates and xnor gates	323	323	0.0858
DFF	304	304	0.207
adders and majority gates	278	278	0.107
muxes	236	236	0.104
other	0	2	0
synth_stat cells, types with 55 or more instances:
master and instances:
nor2_1 375, a21oi_1 360, nand2_1 346, ha_1 271, o21ai_0 255, xnor2_1 244
dfxtp_1 231, clkbuf_1 183, inv_1 181, mux2i_1 100, a21o_1 92, nor3_1 85
nand3_1 81, xor2_1 79, edfxtp_1 73, mux4_2 66, nand2b_1 62, o21bai_1 59
mux2_2 58, a31oi_1 56, o22ai_1 55
registers in the layout, summed over array words and instances, names as in the netlist:
name / count
ph: 40
o_aux: 1
prey: 33
o_done: 1
o_phase: 40
cangle: 32
xv: 40
pre_valid: 1
yv: 40
state: 6
aux: 1
o_mag: 32
idle: 1
prex: 34
preph: 2
Power is estimated from default activity; no workload was simulated.
