$ cat flow/run.sh
#!/bin/bash
# OpenROAD 26Q1-2900-gdf79404cd8, Yosys 0.63+post, stock flow scripts
make -C /OpenROAD-flow-scripts/flow DESIGN_CONFIG=/design/flow/config.mk WORK_HOME=/design/flow/orfs finish
$ cat flow/config.mk
export PLATFORM = sky130hd
export DESIGN_NAME = seqpolar
export DESIGN_NICKNAME = seqpolar
export VERILOG_FILES = /design/flow/design.v
export SDC_FILE = /design/flow/constraint.sdc
export NUM_CORES = 4
export LEC_CHECK = 1
export CORE_UTILIZATION = 40
$ cat flow/constraint.sdc
current_design seqpolar

set clk_period 20.1
set clk_io_pct 0.2

create_clock -name clk0 -period $clk_period [get_ports {i_clk}]

set non_clock_inputs [all_inputs -no_clocks]
set_input_delay [expr $clk_period * $clk_io_pct] -clock clk0 $non_clock_inputs
set_output_delay [expr $clk_period * $clk_io_pct] -clock clk0 [all_outputs]
$ cat flow/design.v
`default_nettype	none
module	seqpolar(i_clk, i_reset, i_stb, i_xval, i_yval, i_aux, o_busy,
		o_done, o_mag, o_phase, o_aux);
	localparam	IW=29,	 
			OW=26, 
			NSTAGES=33,
			XTRA= 3, 
			WW=35,	 
			PW=36;	 
	input	wire	i_clk, i_reset, i_stb;
	input	wire	signed	[(IW-1):0]	i_xval, i_yval;
	output	wire				o_busy;
	output	reg				o_done;
	output	reg	signed	[(OW-1):0]	o_mag;
	output	reg		[(OW-1):0]	o_phase;
	input	wire				i_aux;
	output	reg				o_aux;
	wire	signed [(WW-1):0]	e_xval, e_yval;
	assign	e_xval = { {(2){i_xval[(IW-1)]}}, i_xval, {(WW-IW-2){1'b0}} };
	assign	e_yval = { {(2){i_yval[(IW-1)]}}, i_yval, {(WW-IW-2){1'b0}} };
	reg	signed	[(WW-1):0]	xv, yv, prex, prey;
	reg		[(PW-1):0]	ph, preph;
	reg		aux;
	always @(posedge i_clk)
	if (i_reset)
		aux <= 0;
	else if ((i_stb)&&(!o_busy))
		aux <= i_aux;
	always @(posedge i_clk)
		case({i_xval[IW-1], i_yval[IW-1]})
		2'b01: begin  
			prex <=  e_xval - e_yval;
			prey <=  e_xval + e_yval;
			preph <= 36'he00000000;
			end
		2'b10: begin  
			prex <= -e_xval + e_yval;
			prey <= -e_xval - e_yval;
			preph <= 36'h600000000;
			end
		2'b11: begin  
			prex <= -e_xval - e_yval;
			prey <=  e_xval - e_yval;
			preph <= 36'ha00000000;
			end
		default: begin  
			prex <=  e_xval + e_yval;
			prey <= -e_xval + e_yval;
			preph <= 36'h200000000;
			end
		endcase
	reg	[35:0]	cordic_angle [0:63];
	reg	[35:0]	cangle;
	initial	cordic_angle[ 0] = 36'h12e40_51da;  
	initial	cordic_angle[ 1] = 36'h09fb3_85b5;  
	initial	cordic_angle[ 2] = 36'h05111_1d41;  
	initial	cordic_angle[ 3] = 36'h028b0_d430;  
	initial	cordic_angle[ 4] = 36'h0145d_7e15;  
	initial	cordic_angle[ 5] = 36'h00a2f_61e5;  
	initial	cordic_angle[ 6] = 36'h00517_c551;  
	initial	cordic_angle[ 7] = 36'h0028b_e534;  
	initial	cordic_angle[ 8] = 36'h00145_f2eb;  
	initial	cordic_angle[ 9] = 36'h000a2_f980;  
	initial	cordic_angle[10] = 36'h00051_7cc1;  
	initial	cordic_angle[11] = 36'h00028_be60;  
	initial	cordic_angle[12] = 36'h00014_5f30;  
	initial	cordic_angle[13] = 36'h0000a_2f98;  
	initial	cordic_angle[14] = 36'h00005_17cc;  
	initial	cordic_angle[15] = 36'h00002_8be6;  
	initial	cordic_angle[16] = 36'h00001_45f3;  
	initial	cordic_angle[17] = 36'h00000_a2f9;  
	initial	cordic_angle[18] = 36'h00000_517c;  
	initial	cordic_angle[19] = 36'h00000_28be;  
	initial	cordic_angle[20] = 36'h00000_145f;  
	initial	cordic_angle[21] = 36'h00000_0a2f;  
	initial	cordic_angle[22] = 36'h00000_0517;  
	initial	cordic_angle[23] = 36'h00000_028b;  
	initial	cordic_angle[24] = 36'h00000_0145;  
	initial	cordic_angle[25] = 36'h00000_00a2;  
	initial	cordic_angle[26] = 36'h00000_0051;  
	initial	cordic_angle[27] = 36'h00000_0028;  
	initial	cordic_angle[28] = 36'h00000_0014;  
	initial	cordic_angle[29] = 36'h00000_000a;  
	initial	cordic_angle[30] = 36'h00000_0005;  
	initial	cordic_angle[31] = 36'h00000_0002;  
	initial	cordic_angle[32] = 36'h00000_0001;  
	initial	cordic_angle[33] = 36'h00000_0000;  
	initial	cordic_angle[34] = 36'h00000_0000;  
	initial	cordic_angle[35] = 36'h00000_0000;  
	initial	cordic_angle[36] = 36'h00000_0000;  
	reg		idle, pre_valid;
	reg	[5:0]	state;
	wire	last_state;
	assign	last_state = (state >= 34);
	initial	idle = 1'b1;
	always @(posedge i_clk)
	if (i_reset)
		idle <= 1'b1;
	else if (i_stb)
		idle <= 1'b0;
	else if (last_state)
		idle <= 1'b1;
	initial	pre_valid = 1'b0;
	always @(posedge i_clk)
	if (i_reset)
		pre_valid <= 1'b0;
	else
		pre_valid <= (i_stb)&&(idle);
	initial	state = 0;
	always @(posedge i_clk)
	if (i_reset)
		state <= 0;
	else if (idle)
		state <= 0;
	else if (last_state)
		state <= 0;
	else
		state <= state + 1;
	always @(posedge i_clk)
		cangle <= cordic_angle[state[5:0]];
	always @(posedge i_clk)
	if (pre_valid)
	begin
		xv <= prex;
		yv <= prey;
		ph <= preph;
	end else if (yv[(WW-1)])  
	begin
		xv <= xv - (yv>>>state);
		yv <= yv + (xv>>>state);
		ph <= ph - cangle;
	end else begin
		xv <= xv + (yv>>>state);
		yv <= yv - (xv>>>state);
		ph <= ph + cangle;
	end
	always @(posedge i_clk)
	if (i_reset)
		o_done <= 1'b0;
	else
		o_done <= (last_state);
	wire	[(WW-1):0]	final_mag;
	assign	final_mag = xv + $signed({{(OW){1'b0}},
				xv[(WW-OW)],
				{(WW-OW-1){!xv[WW-OW]}}});
	always @(posedge i_clk)
	if (last_state)
	begin
		o_mag   <= final_mag[(WW-2):(WW-OW-1)];   
		o_phase <= ph[(PW-1):(PW-OW)];
		o_aux <= aux;
	end
	assign	o_busy = !idle;
	wire	[(WW-OW):0] unused_val;
	assign	unused_val = { final_mag[WW-1], final_mag[(WW-OW-1):0] };
endmodule
==> impl_metrics.tcl <==
# metrics dict for downstream scripts
set metrics [dict create \
    critical_path_peak_fanout 11 \
    postCtsHoldBufs 0 \
    htreeDepth 1 \
    finalCritPeriodShare_pct 42.8 \
    route.detailed.drc 0 \
    crit_chain "clkdlybuf4s50_1 > nor3_1 > nand2_1 > nor3_1 > nand2b_1 > or3_1 > and2_1 > ha_1 > nor2_1 > a2111o_1 > o21ai_0 > nand4_1 > a2111o_1 > a31oi_1 > o21bai_1 > a21oi_1 > xnor2_1 > nand2_1 > a31oi_1" \
    cp_slowest_stage_delay_ns 0.58 \
    fin_ws_ns 11.49 \
    n_fill_cell 7093 \
    layout_top_cell "nor2_1" \
    min_period_ns 8.61 \
    io_buffers 116 \
    power_density_nw_per_um2 165 \
    skew_ns 0.0333 \
    drive_gt1_share_pct 7.98 \
    routed-via-count 27600 \
    final_max_slew_viol_count 0 \
    die_w_um 271 \
    overflow 0 \
    endpoint_kind "flip-flop" \
    antenna_found_initial 2 \
    dr.pass1.iters 5 \
    ys_seq_share_pct 20.2 \
    top_layer_used "met4" \
    dr_wl_met3_um 7790 \
    grt_pass1_wl_um 157000 \
    clock_latency_ns 0.62 \
    hold_class "reg -> reg" \
    startpoint_type "primary input" \
    synthCells 3656 \
    placed_cell_area_um2 30800 \
    core_area_um2 71500 \
    grt_max_degree 69 \
    p_sw_share_pct 49.1 \
    root_buffer "clkbuf_16" \
    power_frac_comb_pct 70.6 \
    yosys_warnings 1 \
    intPower_mw 2.69 \
    area_growth_pct 10.4 \
    rsz0062_at_grt "false" \
    finish.instance_area_um2 31900 \
    ys_area_um2 28900 \
    syn_area_um2 28900 \
    ys_cells 3656 \
    tool_warnings 92 \
    ir_worst_vdd_mv 0.0708 \
    mostFrequentLayoutCells "363 x nor2_1, 314 x nand2_1, 301 x a21oi_1, 239 x ha_1, 229 x o21ai_0" \
    hold_viol 0 \
    met2_length_um 44400 \
    grt_pass1_vias 26100 \
    drtIter0Drc 2507 \
    power_leakage_nw 12.7 \
    synthArstFlopShare_pct 0 \
    finalSetupTns_ns 0 \
    place_ws_ns 10.89 \
    dp_hpwl_um 78100 \
    avgSynthCellArea_um2 7.91 \
    flop_cell "dfxtp_1" \
    grt_use_total_pct 28.1 \
    p_clk_share_pct 11.2 \
    wire_per_inst_um 21.9 \
    cts_tree "built" \
    cts_made_buffers 31 \
    io_pins 117 \
    wl_met1_um 45500 \
    num_antenna_cells 0 \
    edf_count 53 \
    power.switching_mw 2.59 \
    dieHeight_um 271 \
    worstPathRequired_ns 20.64 \
    status "finished clean" \
    crit_type "in -> reg" \
    clock-sinks 265 \
    postCtsSetupBuffers 0 \
    finalSetupViolCount 0 \
    slew_headroom_pct 34.2 \
    synth.distinct_cells 92 \
    antenna_left 0 \
    clockBufferDepth 3 \
    cp_slowest_cell "clkdlybuf4s50_1" \
    num_rows 98 \
    fmax_mhz 116 \
    cp.arrival_ns 9.14 \
    maxCapViolCount 0 \
    seq_power_share_pct 18.2 \
    cts_resized 0 \
    worstMarginPinSlew_ns 0.981 \
    via_per_inst 5.98 \
    gp_congestion 1.04 \
    path_clk_slew_ns 0.06 \
    fp_util_pct 40.5 \
    ys_ff 265 \
    wirelength_um 101000 \
    chipArea_um2 73400 \
]
[routing by layer]
| metal | vias up | GRT usage, % |
|---|---|---|
| met2 | 1058 | 42.7 |
| met1 | 12900 | 41.2 |
| li1 | 13400 | - |
| met3 | 203 | 5.58 |
| met4 | 0 | 7.34 |
| met5 | - | 0 |
[cell type report]
cell class	count	area, um^2	area share, %
flip-flops and latches	265	5860	18.3
repair buffers	184	1670	5.24
multi-input cells	3016	21600	67.6
clock buffers	39	872	2.73
clock inverters	17	199	0.623
well taps	950	1190	3.72
inverters	150	563	1.76
[worst paths after layout]
path | from | to | slack (ns) | depth (start not counted)
worst max-delay path | i_xval[1] | prex[33]$_DFF_P_ | 11.49 | 19
worst min-delay path | prey[18]$_DFF_P_ | yv[18]$_DFF_P_ | 0.42 | 2
worst max register to register | state[1]$_SDFF_PP0_ | xv[34]$_DFF_P_ | 11.83 | 23
worst min register to register | prey[18]$_DFF_P_ | yv[18]$_DFF_P_ | 0.42 | 2
[cell families after synthesis]
kind of cell	count (synthesis)	share of synthesized area, %
simple gates	1168	19.2
compound gates	1119	25.4
xor+xnor	302	9.15
mux	178	9.78
buf+inv	375	5.32
flops	265	20.2
fa+ha+maj	249	11.0
[cell usage after synthesis (27+ instances only)]
cell / number / share of area, %
a211oi_1: 40 / 1.0
a21o_1: 85 / 2.2
a21oi_1: 301 / 5.2
a221oi_1: 27 / 0.82
a31oi_1: 40 / 0.87
and2_1: 27 / 0.58
and3_1: 39 / 0.84
clkbuf_1: 169 / 2.2
dfxtp_1: 212 / 15
edfxtp_1: 53 / 5.5
ha_1: 242 / 10
inv_1: 144 / 1.9
mux2_2: 35 / 1.4
mux2i_1: 62 / 2.1
mux4_2: 80 / 6.2
nand2_1: 314 / 4.1
nand2b_1: 65 / 1.4
nand3_1: 65 / 1.1
nand4_1: 27 / 0.58
nor2_1: 364 / 4.7
nor2b_1: 53 / 1.1
nor3_1: 101 / 1.7
o211ai_1: 34 / 0.88
o21a_1: 39 / 1.0
o21ai_0: 229 / 4.0
o21bai_1: 33 / 0.86
o22ai_1: 31 / 0.67
xnor2_1: 215 / 6.5
xor2_1: 87 / 2.6
[metrics by stage]
step	hold slack [ns]	std cells	power, mW	utilization, %
detailed placement	0.414	4565	4.61	43.1
global route	0.445	4621	5.75	44.6
global placement	0.409	4565	4.62	43.1
CTS	0.427	4621	5.25	44.6
floorplan	0.396	3656	3.68	-
finish	0.423	4621	5.28	44.6
[critical path, delay by kind of cell]
kind,cells,cell delay (ns)
buf+inv,1,0.58
simple gates,9,1.99
xor+xnor,1,0.16
fa+ha+maj,1,0.47
compound gates,7,1.92
[flip-flops by register name (all words and copies together), names as in the netlist, 2 cells and up]
register,count
prey,30
o_phase,26
yv,35
xv,35
o_mag,26
ph,36
cangle,33
state,6
prex,31
preph,2
[power groups by stage]
stage | registers [mW] | clock network, mW | logic (mW)
4_1_cts | 0.955 | 0.608 | 3.69
5_1_grt | 0.981 | 0.628 | 4.14
6_report | 0.962 | 0.591 | 3.73
Power and IR drop assume default switching activity.
