[/design/flow/config.mk]
export PLATFORM = sky130hd
export DESIGN_NAME = rect2polar_seq
export DESIGN_NICKNAME = rect2polar_seq
export VERILOG_FILES = /design/flow/design.v
export SDC_FILE = /design/flow/constraint.sdc
export NUM_CORES = 4
export LEC_CHECK = 1
export CORE_UTILIZATION = 50
[/design/flow/constraint.sdc]
current_design rect2polar_seq

set clk_period 20.5
set clk_io_pct 0.2

create_clock -name clk0 -period $clk_period [get_ports {i_clk}]

set non_clock_inputs [all_inputs -no_clocks]
set_input_delay [expr $clk_period * $clk_io_pct] -clock clk0 $non_clock_inputs
set_output_delay [expr $clk_period * $clk_io_pct] -clock clk0 [all_outputs]
[/design/flow/design.v]
`default_nettype	none
module	rect2polar_seq(i_clk, i_reset, i_stb, i_xval, i_yval, i_aux, o_busy,
		o_done, o_mag, o_phase, o_aux);
	localparam	IW=32,	 
			OW=32, 
			NSTAGES=37,
			XTRA= 4, 
			WW=40,	 
			PW=40;	 
	input	wire			i_clk, i_reset, i_stb;
	input	wire	signed	[(IW-1):0]	i_xval, i_yval;
	output	wire				o_busy;
	output	reg				o_done;
	output	reg	signed	[(OW-1):0]	o_mag;
	output	reg		[(OW-1):0]	o_phase;
	input	wire				i_aux;
	output	reg				o_aux;
	wire	signed [(WW-1):0]	e_xval, e_yval;
	assign	e_xval = { {(2){i_xval[(IW-1)]}}, i_xval, {(WW-IW-2){1'b0}} };
	assign	e_yval = { {(2){i_yval[(IW-1)]}}, i_yval, {(WW-IW-2){1'b0}} };
	reg	signed	[(WW-1):0]	xv, yv, prex, prey;
	reg		[(PW-1):0]	ph, preph;
	reg		aux;
	initial	aux = 0;
	always @(posedge i_clk)
	if (i_reset)
		aux <= 0;
	else if ((i_stb)&&(!o_busy))
		aux <= i_aux;
	always @(posedge i_clk)
		case({i_xval[IW-1], i_yval[IW-1]})
		2'b01: begin  
			prex <=  e_xval - e_yval;
			prey <=  e_xval + e_yval;
			preph <= 40'he000000000;
			end
		2'b10: begin  
			prex <= -e_xval + e_yval;
			prey <= -e_xval - e_yval;
			preph <= 40'h6000000000;
			end
		2'b11: begin  
			prex <= -e_xval - e_yval;
			prey <=  e_xval - e_yval;
			preph <= 40'ha000000000;
			end
		default: begin  
			prex <=  e_xval + e_yval;
			prey <= -e_xval + e_yval;
			preph <= 40'h2000000000;
			end
		endcase
	reg	[39:0]	cordic_angle [0:63];
	reg	[39:0]	cangle;
	initial	cordic_angle[ 0] = 40'h00e405_1d9d;  
	initial	cordic_angle[ 1] = 40'h00fb38_5b5e;  
	initial	cordic_angle[ 2] = 40'h001111_d41d;  
	initial	cordic_angle[ 3] = 40'h008b0d_430e;  
	initial	cordic_angle[ 4] = 40'h0045d7_e159;  
	initial	cordic_angle[ 5] = 40'h00a2f6_1e5c;  
	initial	cordic_angle[ 6] = 40'h00517c_5511;  
	initial	cordic_angle[ 7] = 40'h0028be_5346;  
	initial	cordic_angle[ 8] = 40'h00145f_2ebb;  
	initial	cordic_angle[ 9] = 40'h000a2f_9800;  
	initial	cordic_angle[10] = 40'h000517_cc14;  
	initial	cordic_angle[11] = 40'h00028b_e60c;  
	initial	cordic_angle[12] = 40'h000145_f306;  
	initial	cordic_angle[13] = 40'h0000a2_f983;  
	initial	cordic_angle[14] = 40'h000051_7cc1;  
	initial	cordic_angle[15] = 40'h000028_be60;  
	initial	cordic_angle[16] = 40'h000014_5f30;  
	initial	cordic_angle[17] = 40'h00000a_2f98;  
	initial	cordic_angle[18] = 40'h000005_17cc;  
	initial	cordic_angle[19] = 40'h000002_8be6;  
	initial	cordic_angle[20] = 40'h000001_45f3;  
	initial	cordic_angle[21] = 40'h000000_a2f9;  
	initial	cordic_angle[22] = 40'h000000_517c;  
	initial	cordic_angle[23] = 40'h000000_28be;  
	initial	cordic_angle[24] = 40'h000000_145f;  
	initial	cordic_angle[25] = 40'h000000_0a2f;  
	initial	cordic_angle[26] = 40'h000000_0517;  
	initial	cordic_angle[27] = 40'h000000_028b;  
	initial	cordic_angle[28] = 40'h000000_0145;  
	initial	cordic_angle[29] = 40'h000000_00a2;  
	initial	cordic_angle[30] = 40'h000000_0051;  
	initial	cordic_angle[31] = 40'h000000_0028;  
	initial	cordic_angle[32] = 40'h000000_0014;  
	initial	cordic_angle[33] = 40'h000000_000a;  
	initial	cordic_angle[34] = 40'h000000_0005;  
	initial	cordic_angle[35] = 40'h000000_0002;  
	initial	cordic_angle[36] = 40'h000000_0001;  
	initial	cordic_angle[37] = 40'h000000_0000;  
	initial	cordic_angle[38] = 40'h000000_0000;  
	initial	cordic_angle[39] = 40'h000000_0000;  
	initial	cordic_angle[40] = 40'h000000_0000;  
	initial	cordic_angle[41] = 40'h000000_0000;  
	initial	cordic_angle[42] = 40'h000000_0000;  
	initial	cordic_angle[43] = 40'h000000_0000;  
	initial	cordic_angle[44] = 40'h000000_0000;  
	initial	cordic_angle[45] = 40'h000000_0000;  
	initial	cordic_angle[46] = 40'h000000_0000;  
	initial	cordic_angle[47] = 40'h000000_0000;  
	initial	cordic_angle[48] = 40'h000000_0000;  
	initial	cordic_angle[49] = 40'h000000_0000;  
	initial	cordic_angle[50] = 40'h000000_0000;  
	initial	cordic_angle[51] = 40'h000000_0000;  
	initial	cordic_angle[52] = 40'h000000_0000;  
	initial	cordic_angle[53] = 40'h000000_0000;  
	initial	cordic_angle[54] = 40'h000000_0000;  
	initial	cordic_angle[55] = 40'h000000_0000;  
	initial	cordic_angle[56] = 40'h000000_0000;  
	initial	cordic_angle[57] = 40'h000000_0000;  
	initial	cordic_angle[58] = 40'h000000_0000;  
	initial	cordic_angle[59] = 40'h000000_0000;  
	initial	cordic_angle[60] = 40'h000000_0000;  
	initial	cordic_angle[61] = 40'h000000_0000;  
	initial	cordic_angle[62] = 40'h000000_0000;  
	initial	cordic_angle[63] = 40'h000000_0000;  
	reg		idle, pre_valid;
	reg	[5:0]	state;
	wire	last_state;
	assign	last_state = (state >= 38);
	initial	idle = 1'b1;
	always @(posedge i_clk)
	if (i_reset)
		idle <= 1'b1;
	else if (i_stb)
		idle <= 1'b0;
	else if (last_state)
		idle <= 1'b1;
	initial	pre_valid = 1'b0;
	always @(posedge i_clk)
	if (i_reset)
		pre_valid <= 1'b0;
	else
		pre_valid <= (i_stb)&&(idle);
	initial	state = 0;
	always @(posedge i_clk)
	if (i_reset)
		state <= 0;
	else if (idle)
		state <= 0;
	else if (last_state)
		state <= 0;
	else
		state <= state + 1;
	always @(posedge i_clk)
		cangle <= cordic_angle[state[5:0]];
	always @(posedge i_clk)
	if (pre_valid)
	begin
		xv <= prex;
		yv <= prey;
		ph <= preph;
	end else if (yv[(WW-1)])  
	begin
		xv <= xv - (yv>>>state);
		yv <= yv + (xv>>>state);
		ph <= ph - cangle;
	end else begin
		xv <= xv + (yv>>>state);
		yv <= yv - (xv>>>state);
		ph <= ph + cangle;
	end
	always @(posedge i_clk)
	if (i_reset)
		o_done <= 1'b0;
	else
		o_done <= (last_state);
	wire	[(WW-1):0]	final_mag;
	assign	final_mag = xv + $signed({{(OW){1'b0}},
				xv[(WW-OW)],
				{(WW-OW-1){!xv[WW-OW]}}});
	initial o_aux = 0;
	always @(posedge i_clk)
	if (last_state)
	begin
		o_mag   <= final_mag[(WW-1):(WW-OW)];
		o_phase <= ph;
		o_aux   <= aux;
	end
	assign	o_busy = !idle;
	wire	[(WW-OW):0] unused_val;
	assign	unused_val = { final_mag[WW-1], final_mag[(WW-OW-1):0] };
endmodule
[/design/flow/run.sh]
#!/bin/bash
# OpenROAD 26Q1-2900-gdf79404cd8, Yosys 0.63+post, stock flow scripts
make -C /OpenROAD-flow-scripts/flow DESIGN_CONFIG=/design/flow/config.mk WORK_HOME=/design/flow/orfs finish
==> flow_summary.yaml <==
# implementation run metrics
outcome:
  status: "completed"
place:
  dp_hpwl_um: 90320
  place_area_sq_mm: 0.03405
  port_buffers: 134
  preCtsSetupSlack_ns: 10.20
  gp_congestion: 1.050
  dp_cells: 4907
detailed_routing:
  wl_per_cell_um: 23.34
  vias_per_cell: 6.311
  vias: 31333
  post-route-drc-count: 0
  dr.pass1.iters: 6
  drtAntennaViolNets: 0
  drt_wl_total_um: 115900
  drtIter0Drc: 3177
clock_tree:
  cts_tree: "done"
  h-tree-depth: 1
  cts.clk_slew.worst_paths_ns: 0.07
  cts-resized-gates: 0
  clockBufferDepth: 3
  numCtsBuffers: 30
  clock_latency_ns: 0.61
  cts_sinks: 286
  cts_hold_buf: 0
  root_buffer: "clkbuf_16"
  postCtsSetupBuffers: 0
floorplanning:
  initial_core_util_pct: 50.97
  core_sq_mm: 0.06343
  num_rows: 92
  io_pins: 135
  dieWidth_um: 256.3
  die-area_sq_mm: 0.06567
  die_height_um: 256.3
yosys:
  ys_area_sq_mm: 0.03233
  ys.flop_type: "dfxtp_1"
  synth_area_sq_mm: 0.03233
  ys_seq_share_pct: 19.72
  synth-edff-count: 65
  syn_inst: 4116
  synth_flops: 286
  synth_stat.cells: 4116
  ys_warn_count: 1
  async_flop_share_pct: 0
  ys_types: 106
  avgSynthCellArea_sq_um: 7.854
sta:
  whs_ns: 0.4203
  finalSetupViolations: 0
  rsz0062_at_grt: "no"
  worst_pin_slew_ns: 0.9963
  period_needed_ns: 9.638
  fmax_mhz: 103.8
  period_used_pct: 47.01
  fin_tns_setup_ns: 0
  finClkSkew_ns: 0.02757
  setup_ws_ns: 10.86
  finalHoldViolCount: 0
  slew_viol_final: 0
  slew-limit-headroom_pct: 33.58
grt:
  grt_max_degree: 83
  grt_pass1_wl_um: 175300
  antenna_found_initial: 2
  overflow: 0
  first_global_vias: 28819
  track_usage_pct: 35.52
worst_setup_path:
  r2r_start: "state[2]"
  critPathKind: "in -> reg"
  cp.required_ns: 20.99
  startpoint: "i_xval[4]"
  cp.arrival_ns: 10.13
  startpoint_type: "input pin"
  critPathSlowestCell: "clkdlybuf4s50_1"
  path_cells: "clkdlybuf4s50_1, nor4_1, nor4bb_1, nand2_1, or3_1, or3_1, and2_1, ha_1, nand2b_1, a21oi_1, or2_2, a221o_1, a211oi_1, o221ai_1, a21oi_1, o21bai_1, a211oi_1, o31ai_1, a21boi_0"
  path_max_fanout: 10
  setup.worst_path.end_class: "register"
  max_stage_delay_ns: 0.55
final_layout:
  comb_area_sq_mm: 0.02410
  area_growth_pct: 8.721
  fillers: 5934
  flop_area_sq_mm: 0.006401
  drive_gt1_share_pct: 7.554
  final_cell_area_sq_mm: 0.03515
  stdcell_count: 4965
flow_run:
  warning_count: 103
  cap_viol_max_count: 0
pwr:
  power_density_mw_per_mm2: 159.6
  leakage_nw: 13.89
  peakVddDrop_mv: 0.06884
worst_hold_path:
  min_from: "prey[25]"
  hp-class: "reg -> reg"
## registers in the layout (all words and copies together) (netlist names), 6 cells and up
name and count:
prey 33, o_mag 32, state 6, cangle 32, yv 40, xv 40
o_phase 32, ph 32, prex 34
## worst max-delay path: cells and delay by family
family                   cells  cell delay (ns)
AND/OR/NAND/NOR              8             2.51
adder cells (fa/ha/maj)      1             0.46
AND-OR/OR-AND                9             2.48
buffers and inverters        1             0.55
## final timing paths
kind | endpoint | slack, ns | depth (start not counted)
setup / recovery | prey[39] | 10.86 | 19
hold / removal | yv[25] | 0.42 | 2
setup reg to reg | yv[35] | 11.32 | 26
hold reg to reg | yv[25] | 0.42 | 2
## cells by family (layout without fill, tap and decap cells)
| group | Yosys count | after routing | share of synthesized area (%) |
|---|---|---|---|
| compound gates | 1340 | 1340 | 27.23 |
| simple gates | 1247 | 1247 | 18.42 |
| buf+inv | 424 | 425 | 5.806 |
| xor+xnor | 329 | 329 | 8.937 |
| flops | 286 | 286 | 19.72 |
| fa+ha+maj | 270 | 270 | 10.61 |
| mux | 220 | 220 | 9.266 |
| other cells | 0 | 2 | 0 |
## placed cells by master, fill, tap and decap left out, drive strengths merged, types with 52 or more instances in the layout
master,netlist,layout
nor2,399,399
a21oi,366,366
nand2,344,344
o21ai,270,270
ha,263,263
xnor2,231,231
dfxtp,221,221
inv,162,165
clkdlybuf4s50,0,134
mux2i,98,98
xor2,98,98
nor3,94,94
a21o,87,87
buf,81,70
nand3,70,70
mux2,67,67
a211oi,66,66
edfxtp,65,65
o22ai,58,58
mux4,55,55
nor2b,52,52
nand2b,52,52
## power by group
part	internal, W	switching [W]	leakage, nW	total, W
registers	0.000790	0.000282	2.44	0.00107
clock network	0.000345	0.000247	0.541	0.000591
logic	0.00168	0.00227	10.9	0.00395
## synthesized netlist by cell type (18+ instances only)
library cell | instances | area, sq um
o21a_1 | 39 | 292.8
nand2_1 | 344 | 1291
or3_1 | 31 | 193.9
o21ai_0 | 268 | 1341
nand2b_1 | 52 | 325.3
o211ai_1 | 32 | 240.2
a31oi_1 | 48 | 300.3
buf_4 | 18 | 135.1
clkbuf_1 | 175 | 656.9
xnor2_1 | 230 | 2014
o21bai_1 | 34 | 255.2
and2_1 | 35 | 219.0
buf_1 | 25 | 93.84
xor2_1 | 98 | 858.3
o31ai_1 | 36 | 270.3
ha_1 | 263 | 3291
and3_1 | 43 | 269.0
a21oi_1 | 366 | 1832
a211oi_1 | 65 | 488.0
mux2_2 | 65 | 732.0
a22oi_1 | 25 | 187.7
nor4_1 | 26 | 162.7
a221o_1 | 23 | 230.2
nand3_1 | 67 | 335.3
or2_2 | 20 | 125.1
nor2_1 | 398 | 1494
nor2b_1 | 52 | 325.3
a21boi_0 | 23 | 172.7
a221oi_1 | 40 | 350.3
mux2i_1 | 98 | 980.9
inv_1 | 160 | 600.6
a21o_1 | 87 | 653.1
mux4_2 | 50 | 1126
o22ai_1 | 58 | 362.9
edfxtp_1 | 65 | 1952
dfxtp_1 | 221 | 4424
nor3_1 | 93 | 465.5
## metal layers
| layer | track usage (%) | vias up | wire [um] |
|---|---|---|---|
| li1 | - | 15146 | - |
| met1 | 50.46 | 14675 | 49020 |
| met2 | 53.40 | 1261 | 50960 |
| met3 | 7.650 | 249 | 10180 |
| met4 | 14.42 | 2 | 5713 |
| met5 | 0 | - | 10 |
## stage by stage
step,total power (W),util (%)
after global routing,0.006067,55.40
after detailed placement,0.004921,53.68
after global placement,0.004922,53.68
final,0.005608,55.41
after CTS,0.005552,55.40
after floorplan,0.003932,-
## final cells by class
cell class,count,area share (%)
repair buffers,204,5.312
clock inverters,14,0.4699
inverters,165,1.762
multi-input cells,3406,68.57
clock buffers,42,2.645
well taps,846,3.012
flip-flops and latches,286,18.21
diodes,2,0.01424
Power figures rest on the tool's default switching activity, not on a simulated workload.
